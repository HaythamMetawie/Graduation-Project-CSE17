File: design/flow/constraint.sdc
current_design lfsr

set clk_period 1.6
set clk_io_pct 0.2

create_clock -name clk0 -period $clk_period [get_ports {clk}]

set non_clock_inputs [all_inputs -no_clocks]
set_input_delay [expr $clk_period * $clk_io_pct] -clock clk0 $non_clock_inputs
set_output_delay [expr $clk_period * $clk_io_pct] -clock clk0 [all_outputs]
File: design/flow/design.v
`timescale 1ns / 1ps
module lfsr(clk, reset, enable, up_down, count, overflows);
input clk;
input reset;
input enable; 
input up_down;
output [8-1 : 0] count;
output overflows;
reg [8-1 : 0] count;
assign overflow = (up_down) ? (count == {{8-1{1'b0}}, 1'b1}) : (count == {1'b1, {8-1{1'b0}}});
always @(posedge clk)
	if (reset) 
		count <= {8{1'b0}};
	else if (enable) begin
		if (up_down) begin
			count <= {~(^(count & 8'b01100011)),count[8-1:1]};
		end else begin
		count <= {count[8-2:0],~(^(count &  8'b10110001))};
		end
	end
endmodule
File: design/flow/run.sh
#!/bin/bash
# OpenROAD 26Q1-2900-gdf79404cd8, Yosys 0.63+post, stock flow scripts
make -C /OpenROAD-flow-scripts/flow DESIGN_CONFIG=/design/flow/config.mk WORK_HOME=/design/flow/orfs finish
File: design/flow/config.mk
export PLATFORM = sky130hd
export DESIGN_NAME = lfsr
export DESIGN_NICKNAME = lfsr
export VERILOG_FILES = /design/flow/design.v
export SDC_FILE = /design/flow/constraint.sdc
export NUM_CORES = 4
export LEC_CHECK = 1
export CORE_AREA = 10 10 72 72
export DIE_AREA = 0 0 82 82
==> impl_metrics.csv <==
group,metric,value,unit
flow_run,log.warning_count,25,
logic_synthesis,synth_cells,44,
logic_synthesis,ys_cells,44,
sta,worst_slack,0.09003,ns
sta,period_needed,1.510,ns
pwr,peakVddDrop,0.0002456,V
logic_synthesis,synth_seq_share,37.87,%
flow_run,cap_violations,0,
global_route,grt_pass1_vias,345,
floorplanning,core_area,3689,µm²
critical_path,cp_slowest_cell,"clkdlybuf4s50_1",
logic_synthesis,topCellsByArea,"dfxtp_1 38%, mux2i_1 17%, a211oi_1 12%",
placed_design,pre_cts_ws,0.1121,ns
critical_path,timing.critical_path.fanout_max,5,
floorplanning,ios,13,
logic_synthesis,yosysTopAreaCell,"dfxtp_1",
logic_synthesis,ys_types,16,
logic_synthesis,ys_ff,8,
logic_synthesis,avgSynthCellArea,9.612,µm²
critical_path,crit_required,1.28,ns
pwr,p_per_area,934.4,nW/µm²
cts,cts-root-buf,"clkbuf_8",
placed_design,place.gp.congestion,0.7572,
critical_path,worstPathArrival,1.19,ns
critical_path,path_class,"reg2out",
critical_path,slowest_delay,0.52,ns
global_route,antenna_found_initial,0,
final_layout,top_regs,"count x8",
floorplanning,row_count,22,
sta,finalHoldViolations,0,
placed_design,dp_cells,100,
drt,diodes,0,
sta,finalCritPeriodShare,94.37,%
critical_path,critPathCaptureType,"output port",
cts,path_clk_slew,0.04,ns
final_layout,fill_cells,419,
drt,wl,1.075,mm
drt,vias,341,
sta,finalSetupViolCount,0,
final_layout,syn2layout_area_growth,48.52,%
floorplanning,initial_core_util,11.47,%
cts,ctsHtreeMaxLevel,1,
hold_path,hold_class,"reg2reg",
global_route,grt_pass1_wl,1.718,mm
cts,clockBufferDepth,2,
cts,cts_setup_buffers,0,
logic_synthesis,edf_count,0,
final_layout,top_register,"count",
sta,timing.setup.tns,0,ns
global_route,grt_use_total,3.254,%
critical_path,worst_setup_path_start_kind,"register",
floorplanning,dieHeight,82,µm
sta,rsz0062_at_grt,"false",
cts,insertion_delay,0.23,ns
logic_synthesis,top_cells_by_count,"8 x dfxtp_1, 8 x nor2_1, 7 x a211oi_1, 7 x mux2i_1, 3 x xnor2_1",
final_layout,largest_register_ff_count,8,
sta,slew_violations,0,
pwr,cellLeakagePower,0.2323,nW
outcome,status,"finished clean",
cts,hold_buffers,0,
logic_synthesis,syn-cell-area,422.9,µm²
logic_synthesis,ys_area,422.9,µm²
placed_design,portBuffers,11,
final_layout,final_cells,103,
logic_synthesis,top_area_share,37.87,%
logic_synthesis,synth-main-ff-cell,"dfxtp_1",
drt,ant_nets,0,
sta,max_freq,662.3,MHz
placed_design,dpl.hpwl,848.8,µm
cts,cts_tree,"built",
critical_path,cpLargestDelayFamily,"buffers and inverters",
logic_synthesis,synth-async-reset-ratio,0,%
floorplanning,die_area,6724,µm²
critical_path,critical_path.cell_chain,"clkdlybuf4s50_1",
final_layout,drive_gt1_share,12.73,%
drt,firstDrtPassIters,3,
drt,drt_iter0_markers,17,
cts,cts.repair.resized,0,
drt,wl_per_cell,10.44,µm
floorplanning,die_w,82,µm
cts,cts.sinks,8,
cts,cts_buffers,3,
global_route,grt_overflow_total,0,
drt,drcViolationCount,0,
global_route,grt_max_degree,17,
drt,via_per_inst,3.311,
sta,final.setup_skew,0.0001442,ns
critical_path,path_buffers,1,
logic_synthesis,ys_warn_count,3,
cell usage in the layout (no fill, tap or decap), types with 3 or more instances in the layout:
cell type and instances:
dfxtp_1 8, mux2i_1 7, nor2_1 8, a211oi_1 7
clkdlybuf4s50_1 11, xnor2_1 3, clkbuf_8 3
worst paths after layout:
path	start	endpoint	cells after the start	slack, ns
worst max-delay path	count[5]	count[5]	1	0.09
worst min register to register	count[3]	count[3]	2	0.52
worst max register to register	count[5]	count[7]	4	0.32
worst min-delay path	count[3]	count[3]	2	0.52
per-stage QoR:
step	cell area, µm²	power, mW	utilization, %	hold WS, ns
2_1_floorplan	422.9	0.2997	-	0.4742
3_3_place_gp	586.8	0.3481	15.91	0.5090
3_5_place_dp	586.8	0.3513	15.91	0.5140
4_1_cts	628.1	0.5944	17.03	0.5228
5_1_grt	628.1	0.6129	17.03	0.5602
6_report	628.1	0.5869	17.03	0.5227
final cells by class:
cell class | count | area, µm² | area share (%)
tap | 48 | 60.06 | 9.562
clock buffer | 3 | 41.29 | 6.574
sequential | 8 | 160.2 | 25.50
timing repair buffer | 13 | 137.6 | 21.91
multi-input combinational | 31 | 229.0 | 36.45
routing by layer:
layer / up-vias / GRT usage [%] / share of wire [%]
li1: 171 / - / -
met1: 161 / 3.611 / 40
met2: 7 / 5.251 / 49
met3: 2 / 2.093 / 10
met4: 0 / 0.5102 / 0.74
met5: - / 0 / 0
report_power, final:
part	internal, mW	leakage [nW]	total, mW	switching, mW
clock	0.163	0.0216	0.242	0.0788
sequential	0.215	0.0662	0.236	0.0202
combinational	0.0702	0.145	0.110	0.0394
cell families after synthesis:
group	share of synthesized area [%]
multiplexers	16.57
XOR/XNOR	10.06
buffers and inverters	7.985
AND/OR/NAND/NOR	11.83
AND-OR/OR-AND	14.79
flip-flops	37.87
other	0.8867
Power is estimated from default activity; no workload was simulated.
